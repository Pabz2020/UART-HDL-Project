## ./run.sh

```bash
#!/bin/bash
# OpenROAD 26Q1-2900-gdf79404cd8, Yosys 0.63+post, stock flow scripts
make -C /OpenROAD-flow-scripts/flow DESIGN_CONFIG=/design/flow/config.mk WORK_HOME=/design/flow/orfs finish
```

## ./design.v

```verilog
module baudRateGenerator #(
    parameter CLOCK_RATE     = 50000000,    
    parameter BAUD_RATE      = 9600,
    parameter RX_OVERSAMPLE  = 16
)(
    input  wire clk,          
    input  wire reset_n,      
    output reg  o_Rx_ClkTick,  
    output reg  o_Tx_ClkTick   
);
    localparam TX_CNT = CLOCK_RATE / (2 * BAUD_RATE);
    localparam RX_CNT = CLOCK_RATE / (2 * BAUD_RATE * RX_OVERSAMPLE);
    localparam TX_CNT_WIDTH = $clog2(TX_CNT);
    localparam RX_CNT_WIDTH = $clog2(RX_CNT);
    reg [TX_CNT_WIDTH-1:0] r_Tx_Counter = 0;
    reg [RX_CNT_WIDTH-1:0] r_Rx_Counter = 0;
    always @(posedge clk or negedge reset_n) begin
        if (!reset_n) begin
            o_Tx_ClkTick <= 1'b0;
            r_Tx_Counter <= 0;
        end else if (r_Tx_Counter == TX_CNT - 1) begin
            o_Tx_ClkTick <= ~o_Tx_ClkTick;
            r_Tx_Counter <= 0;
        end else begin
            r_Tx_Counter <= r_Tx_Counter + 1;
        end
    end
    always @(posedge clk or negedge reset_n) begin
        if (!reset_n) begin
            o_Rx_ClkTick <= 1'b0;
            r_Rx_Counter <= 0;
        end else if (r_Rx_Counter == RX_CNT - 1) begin
            o_Rx_ClkTick <= ~o_Rx_ClkTick;
            r_Rx_Counter <= 0;
        end else begin
            r_Rx_Counter <= r_Rx_Counter + 1;
        end
    end
endmodule
module uart_tx_controller(
    input        clk,
    input        reset_n,
    input  [7:0] i_Tx_Byte,
    input        i_Tx_Ready,
    output       o_Tx_Done,
    output       o_Tx_Active,
    output       o_Tx_Data
);
    localparam UART_TX_IDLE  = 3'b000;
    localparam UART_TX_START = 3'b001;
    localparam UART_TX_DATA  = 3'b010;
    localparam UART_TX_STOP  = 3'b011;
    reg [2:0]  r_State      = UART_TX_IDLE;
    reg [2:0]  r_Bit_Index  = 0;
    reg        r_Tx_Data    = 1'b1;   
    reg        r_Tx_Done    = 1'b0;
    reg        r_Tx_Active  = 1'b0;
    always @(posedge clk or negedge reset_n) begin
        if (!reset_n) begin
            r_State     <= UART_TX_IDLE;
            r_Bit_Index <= 3'd0;
            r_Tx_Data   <= 1'b1;
            r_Tx_Done   <= 1'b0;
            r_Tx_Active <= 1'b0;
        end else begin
            case (r_State)
                UART_TX_IDLE: begin
                    r_Tx_Done   <= 1'b0;
                    r_Tx_Data   <= 1'b1;   
                    r_Bit_Index <= 3'd0;
                    r_Tx_Active <= 1'b0;
                    if (i_Tx_Ready) begin
                        r_State     <= UART_TX_START;
                        r_Tx_Active <= 1'b1;
                    end
                end
                UART_TX_START: begin
                    r_Tx_Data <= 1'b0;   
                    r_State   <= UART_TX_DATA;
                end
                UART_TX_DATA: begin
                    r_Tx_Data <= i_Tx_Byte[r_Bit_Index];
                    if (r_Bit_Index < 7) begin
                        r_Bit_Index <= r_Bit_Index + 1;
                    end else begin
                        r_Bit_Index <= 3'd0;
                        r_State     <= UART_TX_STOP;
                    end
                end
                UART_TX_STOP: begin
                    r_Tx_Data   <= 1'b1;   
                    r_Tx_Done   <= 1'b1;   
                    r_Tx_Active <= 1'b0;
                    r_State     <= UART_TX_IDLE;
                end
                default: begin
                    r_State <= UART_TX_IDLE;
                end
            endcase
        end
    end
    assign o_Tx_Data   = r_Tx_Data;
    assign o_Tx_Done   = r_Tx_Done;
    assign o_Tx_Active = r_Tx_Active;
endmodule
module uart_rx_controller #(parameter RX_OVERSAMPLE = 16)(
    input        clk,
    input        reset_n,
    input        i_Rx_Data,
    output       o_Rx_Done,
    output [7:0] o_Rx_Byte
);
    localparam UART_RX_IDLE  = 3'b000;
    localparam UART_RX_START = 3'b001;
    localparam UART_RX_DATA  = 3'b010;
    localparam UART_RX_STOP  = 3'b011;
    reg [7:0]  r_Rx_Data    = 8'd0;
    reg [2:0]  r_Bit_Index  = 3'd0;
    reg [4:0]  r_Clk_Count  = 5'd0;
    reg        r_Rx_Done    = 1'b0;
    reg [2:0]  r_State      = UART_RX_IDLE;
    always @(posedge clk or negedge reset_n) begin
        if (!reset_n) begin
            r_State      <= UART_RX_IDLE;
            r_Bit_Index  <= 3'd0;
            r_Clk_Count  <= 5'd0;
            r_Rx_Done    <= 1'b0;
            r_Rx_Data    <= 8'd0;
        end else begin
            case (r_State)
                UART_RX_IDLE: begin
                    r_Rx_Done <= 1'b0;
                    r_Clk_Count <= 5'd0;
                    r_Bit_Index <= 3'd0;
                    if (i_Rx_Data == 1'b0)  
                        r_State <= UART_RX_START;
                end
                UART_RX_START: begin
                    if (r_Clk_Count == RX_OVERSAMPLE/2) begin
                        if (i_Rx_Data == 1'b0) begin
                            r_Clk_Count <= 5'd0;
                            r_State <= UART_RX_DATA;
                        end else
                            r_State <= UART_RX_IDLE;  
                    end else
                        r_Clk_Count <= r_Clk_Count + 1;
                end
                UART_RX_DATA: begin
                    if (r_Clk_Count < RX_OVERSAMPLE - 1) begin
                        r_Clk_Count <= r_Clk_Count + 1;
                    end else begin
                        r_Clk_Count <= 5'd0;
                        r_Rx_Data[r_Bit_Index] <= i_Rx_Data;
                        if (r_Bit_Index < 7) begin
                            r_Bit_Index <= r_Bit_Index + 1;
                            r_State <= UART_RX_DATA;
                        end else begin
                            r_Bit_Index <= 3'd0;
                            r_State <= UART_RX_STOP;
                        end
                    end
                end
                UART_RX_STOP: begin
                    if (r_Clk_Count < RX_OVERSAMPLE - 1) begin
                        r_Clk_Count <= r_Clk_Count + 1;
                    end else begin
                        r_State <= UART_RX_IDLE;
                        r_Clk_Count <= 5'd0;
                        r_Rx_Done <= 1'b1;   
                    end
                end
                default: r_State <= UART_RX_IDLE;
            endcase
        end
    end
    assign o_Rx_Done = r_Rx_Done;
    assign o_Rx_Byte = r_Rx_Done ? r_Rx_Data : 8'h00;
endmodule
module uart_controller #(parameter CLOCK_RATE = 25000000,   
                         parameter BAUD_RATE = 9600,
                         parameter RX_OVERSAMPLE = 16) 
(
    input               clk,
    input               reset_n,
    input  [7:0]        i_Tx_Byte,
    input               i_Tx_Ready,
    output              o_Rx_Done,
    output [7:0]        o_Rx_Byte,
    output              o_Tx_Data
);
    wire w_Rx_ClkTick;
    wire w_Tx_ClkTick;
    wire w_Tx_Data;
    baudRateGenerator #(
        .CLOCK_RATE(CLOCK_RATE),
        .BAUD_RATE(BAUD_RATE),
        .RX_OVERSAMPLE(RX_OVERSAMPLE)
    ) baud_gen_inst (
        .clk(clk),
        .reset_n(reset_n),
        .o_Rx_ClkTick(w_Rx_ClkTick),
        .o_Tx_ClkTick(w_Tx_ClkTick)
    );
    uart_tx_controller uart_tx_inst (
        .clk(w_Tx_ClkTick),
        .reset_n(reset_n),
        .i_Tx_Byte(i_Tx_Byte),
        .i_Tx_Ready(i_Tx_Ready),
        .o_Tx_Done(),       
        .o_Tx_Active(),     
        .o_Tx_Data(w_Tx_Data)
    );
    uart_rx_controller #(
        .RX_OVERSAMPLE(RX_OVERSAMPLE)
    ) uart_rx_inst (
        .clk(w_Rx_ClkTick),
        .reset_n(reset_n),
        .i_Rx_Data(w_Tx_Data),   
        .o_Rx_Done(o_Rx_Done),
        .o_Rx_Byte(o_Rx_Byte)
    );
    assign o_Tx_Data = w_Tx_Data;
endmodule
```

## ./constraint.sdc

```tcl
current_design uart_controller

set clk_period 2.5
set clk_io_pct 0.2

create_clock -name clk0 -period $clk_period [get_ports {clk}]

set non_clock_inputs [all_inputs -no_clocks]
set_input_delay [expr $clk_period * $clk_io_pct] -clock clk0 $non_clock_inputs
set_output_delay [expr $clk_period * $clk_io_pct] -clock clk0 [all_outputs]
```

## ./config.mk

```make
export PLATFORM = sky130hd
export DESIGN_NAME = uart_controller
export DESIGN_NICKNAME = uart_controller
export VERILOG_FILES = /design/flow/design.v
export SDC_FILE = /design/flow/constraint.sdc
export NUM_CORES = 4
export LEC_CHECK = 1
export CORE_UTILIZATION = 40
```

==> results_slide.txt <==
Physical Implementation Snapshot

Finish
  – Fin cells: ~330
  – Share of layout cells above drive strength 1: roughly 4.7%
  – Final cell utilization of the core: 48.2%
  – Finished Cell Area: 0.00272 mm^2
  – Area Overhead vs Synth: 12.8%

Floorplan
  – Die Wd: about 80 um
  – Row Count: 27
  – Initial Util: 42.7%
  – Chip Area: around 0.0063 mm^2
  – Core Region: between 0.005 and 0.006 mm^2
  – IO Pins: 21
  – Die Span Y: 79.6 um

Clocking
  – Late-Pin Clk Latency: 0.25 ns
  – TritonCTS clock tree: done
  – Root Buffer: clkbuf_8
  – Post-CTS setup buffer count: 0
  – Post-CTS resize count: 0
  – Post-CTS Hold Fix Bufs: 0
  – H-Tree Level Count: 1
  – Clock transition at path regs: 0.07 ns
  – CTS Buffer Depth: 2
  – Num CTS Buffers: 3

Job
  – Number of OpenROAD warnings: 33
  – Max-cap violation count: 0

Power and ir drop
  – Internal: 0.479 mW
  – Share of power burned in registers: 54.2%
  – Power per cell area: about 220 mW/mm^2
  – Clk pwr share: 40.4%
  – Net Sw Frac: 19.7%
  – Combinational Power Share: under 10%
  – Max VDD drop: 0.280 mV
  – Leakage power: 1.14 nW
  – Psw: 0.118 mW

Placement
  – Port Buf Inserts: 20
  – Placed wire-length estimate: between 2000 and 3000 um
  – Placed cell area: 0.00266 mm^2
  – Placed insts: 323
  – Final RePlAce weighted congestion: 0.830

Yosys
  – YS chip area: 0.00241 mm^2
  – Ys cells: 240
  – Post-synth EDFFs: 0
  – Top cells, area: dfrtp_1, ha_1, xor2_1
  – Count leader, synth: dfrtp_1
  – Area leader share: 45.7%
  – Synth area leader: dfrtp_1
  – Post-synth regs: approximately 45
  – Mapped Avg Cell Area: 10.0 um^2
  – Warnings from Yosys: 3
  – Post-synth top cells: dfrtp_1, nor2_1, nand2_1
  – Async set-reset flop share out of synthesis: 100%
  – Post-synthesis sequential area ratio: 46.8%
  – Mapped Cells: 240
  – Most used flip-flop cell: dfrtp_1
  – Post-synthesis cell area: 0.00241 mm^2
  – Distinct lib cells used: 44

Final timing
  – FMAX: 661 MHz
  – Endpoints left unconstrained: 35
  – Final Max Tran Viols: 0
  – Fin. Hold Viols: 0
  – Setup-failing EPs final: 0
  – Cycle use final: roughly three fifths
  – Setup TNS: 0 ns
  – Slew headroom: between 50% and 60%
  – Clk_skew: 0.000891 ns
  – Tightest Pin Transition: between 0.6 and 0.7 ns
  – RSZ-0062 raised after global routing: no
  – Final worst path period need: 1.51 ns
  – Register pins left without a clock: 25

Critical path
  – Critical path startpoint: baud_gen_inst.r_Tx_Counter[1]
  – R2R cell count: 6
  – Worst r2r src: baud_gen_inst.r_Tx_Counter[1]
  – Crit path DRT: between 2 and 3 ns
  – Max FO, Critical Path: 8
  – WP data arrival: 1.65 ns
  – CP endpoint kind: flip-flop
  – Startpoint types: flip-flop
  – Worst Setup Path Type: flip-flop to flip-flop

Global routing
  – Largest net degree at the start of global routing: 29
  – Total global-route track usage: 14.4%
  – Initial antenna violation count: 0
  – Grt ovf: 0
  – First-pass GRT wire length: around 7200 um
  – Vias in the first global route: 1,581

Detailed routing
  – Vias: 1,694
  – DRT iter0 DRCs: around 120
  – Routed wire length: 4030 um
  – Number of diodes: 0
  – WL/cell: 12.3 um
  – Final ANT Viol Nets: 0
  – DRC violations left: 0
  – Avg Vias per Cell: about 5.2
  – TritonRoute pass-1 iters: 4

Min path
  – Hold Path Class: primary input to async pin

Run status
  – Status: completed
## per-stage QoR
step	total power, mW	worst slack, ns	hold slack, ns
after global placement	0.363	1.04	0.483
after detailed placement	0.364	0.982	0.486
final	0.596	0.987	0.265
after global routing	0.620	0.858	0.327
after floorplan	0.333	1.03	0.204
after CTS	0.605	0.967	0.288
## state kept, by name, indices dropped and copies added (netlist names)
name and flops:
baud_gen_inst.r_Tx_Counter 11, uart_rx_inst.r_Rx_Data 8, baud_gen_inst.r_Rx_Counter 7, uart_rx_inst.r_Clk_Count 5, uart_rx_inst.r_Bit_Index 3, uart_tx_inst.r_Bit_Index 3
uart_rx_inst.r_State 2, uart_tx_inst.r_State 2, baud_gen_inst.o_Rx_ClkTick 1, baud_gen_inst.o_Tx_ClkTick 1, uart_rx_inst.r_Rx_Done 1, uart_tx_inst.r_Tx_Data 1
## layout by cell type (no fill, tap or decap), types with 5 or more instances in the layout
cell type	instances
a21oi_1	10
and2_1	8
clkdlybuf4s50_1	19
dfrtp_1	44
ha_1	14
inv_1	12
mux2i_1	5
nand2_1	17
nand3_1	15
nor2_1	23
o21ai_0	11
xnor2_1	9
xor2_1	10
## per-layer routing
metal,track usage (%),up-vias,share of wire (%)
met5,0,-,0
met1,24.8,807,53
met4,0.909,0,0.77
li1,-,869,-
met3,1.39,5,1.4
met2,21.4,13,44
## power groups by stage
| stage | registers [mW] | logic (mW) | clock network [mW] |
|---|---|---|---|
| final | 0.323 | 0.0322 | 0.241 |
| after global routing | 0.323 | 0.0375 | 0.260 |
| after CTS | 0.323 | 0.0343 | 0.248 |
## path summary, 6_finish.rpt
check | slack (ns) | endpoint
min in group clk0 | 0.49 | baud_gen_inst.r_Tx_Counter[10]
setup / recovery | 0.99 | baud_gen_inst.r_Tx_Counter[10]
max in group asynchronous | 1.83 | baud_gen_inst.r_Tx_Counter[1]
hold / removal | 0.27 | baud_gen_inst.o_Tx_ClkTick
setup reg to reg | 0.99 | baud_gen_inst.r_Tx_Counter[10]
hold reg to reg | 0.49 | baud_gen_inst.r_Tx_Counter[10]
## cells by family after synthesis
group,share of synthesized area [%]
simple gates,21.8
flops,46.8
compound gates,9.81
buf+inv,3.48
xor+xnor,6.91
fa+ha+maj,7.27
mux,3.95
## cell type report
cell class,count,area [um^2]
Fill cell,507,2920
Inverter,12,45.0
Clock buffer,4,55.1
Timing Repair Buffer,21,203
Multi-Input combinational cell,173,1200
Sequential cell,45,1130
Tap cell,72,90.1
## critical path, stage by stage (launching register included)
cell and delay [ns]:
dfrtp_1 0.41, inv_1 0.07, ha_1 0.13, nor4bb_1 0.18, and4b_1 0.40, nand3b_1 0.14
o21ai_0 0.07
Power is estimated from default activity; no workload was simulated.
